==> /design/flow/design.v <==
module adder(a, b, out);
    input [3:0] a;
    input [3:0] b;
    output [4:0] out;
    assign out = {1'd0, a} + {1'd0, b};
endmodule
==> /design/flow/run.sh <==
#!/bin/bash
# OpenROAD 26Q1-2900-gdf79404cd8, Yosys 0.63+post, stock flow scripts
make -C /OpenROAD-flow-scripts/flow DESIGN_CONFIG=/design/flow/config.mk WORK_HOME=/design/flow/orfs finish
==> /design/flow/config.mk <==
export PLATFORM = sky130hd
export DESIGN_NAME = adder
export DESIGN_NICKNAME = adder
export VERILOG_FILES = /design/flow/design.v
export SDC_FILE = /design/flow/constraint.sdc
export NUM_CORES = 4
export LEC_CHECK = 1
export CORE_AREA = 10 10 70 70
export DIE_AREA = 0 0 80 80
==> /design/flow/constraint.sdc <==
current_design adder

set clk_period 1.9
set clk_io_pct 0.2

create_clock -name clk0 -period $clk_period

set non_clock_inputs [all_inputs -no_clocks]
set_input_delay [expr $clk_period * $clk_io_pct] -clock clk0 $non_clock_inputs
set_output_delay [expr $clk_period * $clk_io_pct] -clock clk0 [all_outputs]
==> metrics.csv <==
stage,metric,value,unit
run_status,status,finished clean,
critical_path,path_cells,buf_4 -> ha_4 -> inv_2 -> fa_2 -> inv_1 -> dlygate4sd2_1,
detailed_routing,postRouteAntennaNets,0,
power,p_sw_share,35.2,%
detailed_routing,vias,156,
flow_run,cap_violations,0,
placement,dp_hpwl,482,um
power,p_leak,0.138,nW
grt,met1_usage,2.05,%
grt,overflow,0,
floorplanning,row_count,21,
critical_path,arrival,1.46,ns
grt,grt_max_degree,4,
sta,period_needed,1.84,ns
critical_path,path_class,primary input to primary output,
logic_synthesis,top_cell_area_share,36.7,%
sta,max_freq,0.544,GHz
floorplanning,die_w,80,um
floorplanning,die_h,80,um
logic_synthesis,postSynthCellCount,16,
power,p_switching,0.0268,mW
cells_and_area,fin_util,10.1,%
clocking,cts_hold_buf,0,
logic_synthesis,ys_cells,16,
critical_path,critPathSlowestCell,fa_2,
sta,hold_viol_final,0,
detailed_routing,dr.first_iter.drc_count,0,
sta,grt_setup_unrepaired,no,
power,p_seq_share,0,%
floorplanning,pin_count,13,
flow_run,warning_count,32,
grt,grt_pass1_wl,814,um
floorplanning,fp-utilization,3.99,%
floorplanning,coreArea,3420,um^2
logic_synthesis,synth_area_per_cell,8.52,um^2
grt,grt.busiest_layer,met1,
clocking,cts_setup_buffers,0,
placement,placed_cells,75,
sta,slew_headroom,90.2,%
detailed_routing,drt_wl_total,546,um
critical_path,cp-start-kind,primary input,
detailed_routing,drc,0,
sta,finalCritPeriodShare,96.8,%
sta,final.setup.tns,0,ns
grt,grt_pass1_vias,165,
power,clockPowerShare,0,%
cells_and_area,layout_top_cells,"dlygate4sd2_1, ha_4, clkdlybuf4s50_1",
power,p_int,0.0492,mW
power,ir_drop,0.0356,mV
detailed_routing,antenna_cells_inserted,0,
detailed_routing,wl_per_cell,7.28,um
grt,grt.total_usage,1.57,%
logic_synthesis,seq_area_frac_synth,0,%
worst_hold_path,min_path_type,primary input to primary output,
detailed_routing,drt-vias-per-instance,2.08,
power,p_per_area,221,nW/um^2
critical_path,max_stage_delay,0.54,ns
placement,portBuffers,13,
placement,gp_congestion,0.771,
placement,post_dp_cell_area,324,um^2
grt,met3_usage,1.36,%
cells_and_area,layout-drive-gt1-share,44.8,%
sta,drv_slew,0,
power,combPwrFrac,100.0,%
sta,hold_ws,1.35,ns
logic_synthesis,syn_area,136,um^2
grt,grt_antenna_before_repair,0,
cells_and_area,clock_buffers,0,
floorplanning,die_area,6400,um^2
critical_path,path_max_fanout,2,
sta,worst_pin_slew,0.146,ns
critical_path,required,1.52,ns
cells_and_area,fin_cells,75,
cells_and_area,layout_top_cell,dlygate4sd2_1,
cells_and_area,area_growth,152,%
grt,met2_usage,2.01,%
logic_synthesis,topCellsByArea,"ha_1, fa_1, xnor2_1, inv_1, a21oi_2",
cells_and_area,fillers,402,
logic_synthesis,ys_area,136,um^2
sta,setup_viol,0,
cells_and_area,seq_cells,0,
cells_and_area,final-seq-area,0,um^2
critical_path,endpoint_kind,primary output,
cells_and_area,final_area,344,um^2
detailed_routing,drt-pass1-iter-count,1,
logic_synthesis,yosysTopAreaCell,ha_1,
logic_synthesis,yosysWarnings,0,
logic_synthesis,synth_cell_types,9,
[synth_stat cells]
master and instances:
nand2b_1 1, a21o_1 1, fa_1 1, o21ai_0 1, xnor2_1 2, ha_1 4
inv_1 4, a21oi_2 1, nor2b_1 1
[worst max-delay path: cells and delay by family]
kind,cells,cell delay (ns)
buffers and inverters,4,0.40
adders and majority gates,2,0.67
[layer usage]
layer	vias up	part of all wire, %
li1	77	-
met1	68	45
met2	11	31
met3	0	24
met4	0	0
met5	-	0
[layout make-up]
class	count	area, um^2	share of cell area, %
Multi-Input combinational cell	12	164	47.6
Timing Repair Buffer	13	108	31.3
Inverter	4	15.0	4.36
Tap cell	46	57.6	16.7
[path summary, 6_finish.rpt]
kind | startpoint | cells after the start | to | slack [ns]
max | a[0] | 6 | out[1] | 0.06
min | b[2] | 5 | out[4] | 1.35
[per-stage QoR]
stage,power (mW),worst slack (ns)
floorplan,0.0254,0.349
global placement,0.0794,-0.720
detailed placement,0.0800,-0.780
CTS,0.0755,0.0106
global route,0.0869,0.0107
finish,0.0760,0.0603
[power by group through the flow]
stage         clock (mW)  sequential, mW  combinational, mW
finish                 0               0             0.0760
CTS                    0               0             0.0755
global route           0               0             0.0869
[cell families after synthesis]
family / count (synthesis) / synth area share (%)
fa+ha+maj: 5 / 51.4
buf+inv: 4 / 11.0
compound gates: 3 / 15.6
xor+xnor: 2 / 12.8
simple gates: 2 / 9.18
[timing repair]
action | in CTS | in global routing
resized | 27 | 6
pin swaps | 6 | 3
endpoints found under the setup margin | 5 | 1
endpoints found under the hold margin | 0 | 0
Power and IR drop assume default switching activity.
