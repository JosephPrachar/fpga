$ cat flow/config.mk
export PLATFORM = sky130hd
export DESIGN_NAME = Sequence_Detector_MOORE_Verilog
export DESIGN_NICKNAME = Sequence_Detector_MOORE_Verilog
export VERILOG_FILES = /design/flow/design.v
export SDC_FILE = /design/flow/constraint.sdc
export NUM_CORES = 4
export LEC_CHECK = 1
export CORE_AREA = 10 10 70 70
export DIE_AREA = 0 0 80 80
$ cat flow/constraint.sdc
current_design Sequence_Detector_MOORE_Verilog

set clk_period 1.4
set clk_io_pct 0.2

create_clock -name clk0 -period $clk_period [get_ports {clock}]

set non_clock_inputs [all_inputs -no_clocks]
set_input_delay [expr $clk_period * $clk_io_pct] -clock clk0 $non_clock_inputs
set_output_delay [expr $clk_period * $clk_io_pct] -clock clk0 [all_outputs]
$ cat flow/design.v
module Sequence_Detector_MOORE_Verilog(
input clock,
input reset,  
input sequence_in,  
    output reg [6:0] LED_out
    );
parameter
  _0              = 4'b0000,
  _1              = 4'b0001,
  _10             = 4'b0010,
  _101            = 4'b0011,
  _1011           = 4'b0100,
  _10110          = 4'b0101,
  _101100         = 4'b0110,
  _1011001        = 4'b0111,
  _10110010       = 4'b1000,
  _101100100      = 4'b1001;
reg [3:0] current_state, next_state;  
always @(posedge clock, posedge reset)
begin
 if(reset==1) 
 current_state <= _0; 
 else
 current_state <= next_state;  
end 
always @(current_state,sequence_in)
begin
 case(current_state) 
 _0:begin
  if(sequence_in==1)
   next_state <= _1;
  else
   next_state <= _0;
 end
 _1:begin
  if(sequence_in==0)
   next_state <= _10;
  else
   next_state <= _1;
 end
 _10:begin
  if(sequence_in==0)
   next_state <= _0;
  else
   next_state <= _101;
 end 
 _101:begin
  if(sequence_in==0)
   next_state <= _10;
  else
   next_state <= _1011;
 end
 _1011:begin
  if(sequence_in==0)
   next_state <= _10110;
  else
   next_state <= _1;
 end
 _10110:begin
  if(sequence_in==0)
   next_state <= _101100;
  else
   next_state <= _101;
 end
 _101100:begin
  if(sequence_in==0)
   next_state <= _0;
  else
   next_state <= _1011001;
 end
 _1011001:begin
  if(sequence_in==0)
   next_state <= _10110010;
  else
   next_state <= _1;
 end
 _10110010:begin
  if(sequence_in==0)
   next_state <= _101100100;
  else
   next_state <= _1;
 end
 _101100100:begin
  if(sequence_in==0)
   next_state <= _0;
  else
   next_state <= _1;
 end
 default:next_state <= _0;
 endcase
end
always @(current_state)
begin 
        case(current_state)
        4'b0000: LED_out = 7'b0000001;  
        4'b0001: LED_out = 7'b1001111;  
        4'b0010: LED_out = 7'b0010010;  
        4'b0011: LED_out = 7'b0000110;  
        4'b0100: LED_out = 7'b1001100;  
        4'b0101: LED_out = 7'b0100100;  
        4'b0110: LED_out = 7'b0100000;  
        4'b0111: LED_out = 7'b0001111;  
        4'b1000: LED_out = 7'b0000000;  
        4'b1001: LED_out = 7'b0000100;  
        default: LED_out = 0;
        endcase
end 
endmodule
$ cat flow/run.sh
#!/bin/bash
# OpenROAD 26Q1-2900-gdf79404cd8, Yosys 0.63+post, stock flow scripts
make -C /OpenROAD-flow-scripts/flow DESIGN_CONFIG=/design/flow/config.mk WORK_HOME=/design/flow/orfs finish
==> impl_metrics.ini <==
; physical design summary
[power]
power_density_nw_per_um2 = 1860
cellLeakagePower_nw = 0.339
peakVddDrop_v = 0.000457
total_power_mw = 1.49

[worst_setup_path]
critical_path_arrival_ps = 1320
critical_path.startpoint_type = register
crit_path_start = current_state[1]
crit_fanout = 3
critical_path_required_ps = 1120
critPathCaptureType = primary output
timing_worst_setup_path_type = register to primary output
reg2reg_from = current_state[1]

[sta]
fin_crit_sh_pct = 114
layout_setup_ws_ps = -195
final.min_clock_period_ps = 1600
max_slew_margin_pct = 84.4
slew_violations = 0
finClkSkew_ps = 1.03
grt_setup_unrepaired = true
report.final.hold_viol_count = 0
achievable-frequency_ghz = 0.627
setup_violations = 9
worstMarginPinSlew_ps = 234

[synthesis]
synth-warning-count = 1
post-synth-top-area-fraction_pct = 25.0
ys_ff = 4
avgSynthCellArea_um2 = 8.17
postSynth.asyncResetShare_pct = 100
synthCells = 49
synth.cells.most_frequent = sky130_fd_sc_hd__a21oi_1 (5), sky130_fd_sc_hd__ha_1 (5), sky130_fd_sc_hd__inv_1 (5), sky130_fd_sc_hd__nand2_1 (5)
topCellsByArea = sky130_fd_sc_hd__dfrtp_1 (25%), sky130_fd_sc_hd__ha_1 (16%), sky130_fd_sc_hd__a21oi_1 (6.3%)
number_of_library_cell_types_mapped_by_synthesis = 21
edf_count = 0
dominantRegCellSynth = sky130_fd_sc_hd__dfrtp_1
post_synth_instance_area_um2 = 400
yosysCellCount = 49
synth.yosys.chip_area_um2 = 400
yosysTopAreaCell = sky130_fd_sc_hd__dfrtp_1
synth-seq-area-share_pct = 25.0

[grt]
gr-max-usage-layer = met2
globalRouteMet2Util_pct = 6.26
antenna_violations_before_repair = 0
grt_use_met1_pct = 4.67
overall_fraction_of_global_route_tracks_in_use_pct = 3.76
grt_util_met3_pct = 0.795
largest_net_degree_at_the_start_of_global_routing = 10
grt_pass1_wl_mm = 2.01
globalRouteOverflowTotal = 0
first_global_vias = 485

[clocking]
cts_tree = yes
clk_transition_reported_paths_ps = 40
clk_root_buffer_cell = sky130_fd_sc_hd__clkbuf_4
worstSkewPairLatency_ps = 230
cts.htree.levels = 1
ctsHoldBuffers = 0
clockBufferDepth = 2
tritoncts_num_sinks = 4
cts-buffers-inserted = 3

[detailed_routing]
firstDrtPassIters = 3
routed_wire_length_mm = 1.26
routed_via_count_divided_by_cell_count = 3.52
starting_drt_drc_count = 17
route.vias.total = 429
drc = 0
wire_per_inst_um = 10.3
antenna_left = 0
antenna_cells_inserted = 0

[run]
log.warning_count = 31
drv_cap = 0

[hold_path]
type_of_the_most_critical_hold_path = input port to asynchronous set/reset pin

[floorplan]
design.die.area_um2 = 6400
row_count = 21
fp_util_pct = 11.7
design.core.area_um2 = 3420
die_height_um = 80
boundaryPins = 10
die_x_um = 80

[cells_and_area]
fillers = 374
finish.instance_area_um2 = 803
layout-drive-gt1-share_pct = 71.1
area_growth_pct = 101
post_layout_nonfiller_instances = 122
biggestRegsByFlops = current_state: 4 flops
biggest_register = current_state
largest_register_ff_count = 4
flip_flop_and_latch_area_um2 = 103
multi_input_comb_area_um2 = 395

[place]
buffer_ports.inserted = 9
gp_routability_congestion = 0.794
post_detail_place_hpwl_um = 866
placed_area_um2 = 638
post-place-cells = 117

[status]
failing_checks = negative setup slack
run_status = finished with violations
## routing by layer
metal  part of all wire [%]  wire length, um  up-vias
met5                      0                0        -
met4                    2.0               25        0
met3                    4.4               55        2
met2                     44              549        7
met1                     50              630      197
li1                       -                -      223
## final timing paths
check | to | slack [ps] | depth (start not counted)
max reg2reg | current_state[0] | -30 | 6
min | current_state[0] | 240 | 2
max in group asynchronous | current_state[1] | 990 | 2
min in group clk0 | current_state[1] | 670 | 2
min reg2reg | current_state[1] | 670 | 2
max | LED_out[3] | -200 | 5
## power by group
part	leakage (nW)	total [mW]	internal [mW]	switching, mW
sequential	0.0498	0.219	0.155	0.0639
clock	0.0138	0.141	0.0958	0.0452
combinational	0.275	1.13	0.655	0.475
## cell usage in the layout (no fill, tap or decap), drive strengths merged
| cell type | netlist | routed |
|---|---|---|
| clkbuf | 0 | 3 |
| ha | 5 | 5 |
| nor2b | 5 | 5 |
| clkdlybuf4s50 | 0 | 2 |
| nor2 | 2 | 2 |
| a2bb2oi | 1 | 1 |
| o21ai | 6 | 6 |
| a32o | 1 | 1 |
| dfrtp | 4 | 4 |
| and2 | 1 | 1 |
| o211ai | 1 | 1 |
| a31oi | 1 | 1 |
| or2 | 1 | 1 |
| nand2 | 5 | 5 |
| nand2b | 1 | 1 |
| a21oi | 5 | 5 |
| o21bai | 1 | 1 |
| inv | 5 | 5 |
| nand3 | 1 | 1 |
| a22oi | 1 | 1 |
| buf | 2 | 24 |
## worst max-delay path, stage by stage (launching register included)
cell	delay, ps
sky130_fd_sc_hd__dfrtp_2	440
sky130_fd_sc_hd__inv_4	100
sky130_fd_sc_hd__ha_4	200
sky130_fd_sc_hd__nand2b_4	130
sky130_fd_sc_hd__a21oi_2	110
sky130_fd_sc_hd__buf_2	100
## per-stage QoR
step           setup WS (ps)  hold slack, ps  util (%)  setup TNS, ps
6_report                -195             240      23.5           -992
5_1_grt                 -272             278      23.5          -1520
4_1_cts                 -260             237      22.7          -1620
3_5_place_dp            -372             479      18.7          -2080
3_3_place_gp            -381             484      18.7          -2060
2_1_floorplan            149            46.1         -              0
## layout make-up
cell class	instances	share of cell area, %
Multi-Input combinational cell	38	49.2
Timing Repair Buffer	26	25.4
Sequential cell	4	12.8
Tap cell	46	7.17
Clock buffer	3	2.80
Inverter	5	2.65
## cell families after synthesis
family | after synthesis | synth area share [%]
buffers and inverters | 7 | 10.3
and+or+nand+nor | 16 | 22.2
DFF | 4 | 25.0
adders and majority gates | 5 | 15.6
AOI/OAI and AO/OA | 17 | 26.9
## what timing repair did
action / CTS / global route
gates resized: 48 / 14
buffers inserted: 5 / 1
endpoints found under the setup margin: 8 / 9
pin swaps: 8 / 11
Power and IR drop assume default switching activity.
